File: design/flow/run.sh
#!/bin/bash
# OpenROAD 26Q1-2900-gdf79404cd8, Yosys 0.63+post, stock flow scripts
make -C /OpenROAD-flow-scripts/flow DESIGN_CONFIG=/design/flow/config.mk WORK_HOME=/design/flow/orfs finish
File: design/flow/config.mk
export PLATFORM = sky130hd
export DESIGN_NAME = regfile
export DESIGN_NICKNAME = regfile
export VERILOG_FILES = /design/flow/design.v
export SDC_FILE = /design/flow/constraint.sdc
export NUM_CORES = 4
export LEC_CHECK = 1
export CORE_UTILIZATION = 30
File: design/flow/constraint.sdc
current_design regfile

set clk_period 6.7
set clk_io_pct 0.2

create_clock -name clk0 -period $clk_period [get_ports {clk}]

set non_clock_inputs [all_inputs -no_clocks]
set_input_delay [expr $clk_period * $clk_io_pct] -clock clk0 $non_clock_inputs
set_output_delay [expr $clk_period * $clk_io_pct] -clock clk0 [all_outputs]
File: design/flow/design.v
module regfile (
  output reg [31:0] readData1,readData2,
  input clk,write,
  input wire [4:0] readReg1,readReg2,writeReg,
  input wire [31:0] writeData
);
  reg [31:0] registers [31:0];
  initial begin
    for (int i = 0; i < 32; i = i + 1) 
        registers[i] = 0;
  end
  always @(posedge clk) begin
    readData1 <= registers[readReg1];
    readData2 <= registers[readReg2];
    if (write)                                           
          registers[writeReg] <= writeData;                
  end
endmodule
==> metrics.csv <==
metric,value,unit
outcome,"complete, no violations",
cts_resized,0,
grt_setup_unrepaired,no,
power_per_cell_area,266.5,mW/mm^2
path_cells,clkdlybuf4s50_1 > nor2_4 > buf_12 > buf_4 > a22o_1 > nor3_1 > a31oi_1 > nand3_1,
route.antenna.remaining_nets,0,
fin_skew,0.01809,ns
critPathKind,in -> reg,
wl,156300,um
timing_max_transition_violations_final,0,
core_rows,149,
ctsRootBufferMaster,sky130_fd_sc_hd__clkbuf_16,
fmaxAchievable,266.8,MHz
timing.hold.worst.class,reg -> reg,
die_h,410.5,um
yosys_cell_count,3450,
final.hold.worst_slack,0.6183,ns
detailroute.via_count,31440,
clk_pin_slew_worst_paths,0.06,ns
rr_startpoint,registers[4][3],
drv.max_cap_violation_count,0,
top_cell_area_share,61.41,%
grt_pass1_vias,32680,
timing.critical_path.arrival,4.28,ns
replace_congestion,0.8677,
biggest_cell_delay_along_the_critical_path,0.71,ns
largest_fanout_of_any_net_on_the_critical_path,90,
crit_family,buffers and inverters,
synth.lib_cells_used.distinct,24,
antenna_found_initial,8,
setup_viol,0,
numClockSinks,1088,
critical-path-slowest-cell,sky130_fd_sc_hd__buf_4,
timing.critical_path.to_type,flip-flop,
top_area_cell,sky130_fd_sc_hd__edfxtp_1,
cp_data_required_time,7.23,ns
warnings,26,
synth.avg_cell_area,14.51,um^2
power.leakage,0.02085,uW
post-dp-hpwl,85830,um
die_x,410.5,um
post-route-period-util,55.94,%
final-hold-violation-count,0,
first_pass_iters,19,
cts_tree,yes,
fp.coreArea,0.1654,mm^2
post-cts-setup-buffer-count,0,
ys_seq_share,63.97,%
netlist_area,0.05007,mm^2
grt_usage,19.26,%
synth.ff_latch_count,1088,
worst_path_buf_inv,3,
yosys-stat-area,0.05007,mm^2
antenna_cells_inserted,0,
clock_insertion_delay_at_the_later_pin_of_the_skew_report,0.71,ns
drt_iter0_markers,2071,
synthFlopType,sky130_fd_sc_hd__edfxtp_1,
area_growth_syn_to_layout,14.98,%
synth.area.top_cells,"sky130_fd_sc_hd__edfxtp_1, sky130_fd_sc_hd__mux2i_1, sky130_fd_sc_hd__a22oi_1",
worstHoldStart,registers[12][25],
maximum_number_of_pins_on_one_net_before_global_route_repair,94,
yosysWarningCount,1,
timing.final.crit_period,3.748,ns
post-route-drc-count,0,
critical_path_startpoint_category,primary input,
cts.path.max_buffers,3,
postCtsHoldBufs,0,
wire_per_inst,26.77,um
slew_headroom,36.39,%
grt_pass1_wl,222900,um
core_util_floorplan,30.28,%
deepest_level_of_the_cts_h_tree,3,
viasPerCell,5.384,
synth.cells.most_frequent,"sky130_fd_sc_hd__edfxtp_1, sky130_fd_sc_hd__mux2i_1, sky130_fd_sc_hd__nand2_1, sky130_fd_sc_hd__nand3_1",
final.setup.tns,0,ns
irDropWorstVdd,235.5,uV
ios,113,
design.die.area,0.1685,mm^2
grt_overflow_total,0,
cts_buffers,117,
post_route_cells_drive_above_1_share,9.315,%
cp-startpoint,readReg1[0],
tightest_slew,0.9519,ns
io_buffer_count,112,
async_reset_ff_share,0,%
synthCells,3450,
synth-edff-count,1024,
cells by family (layout without fill, tap and decap cells):
logic type | after synthesis | in the layout | synth area share (%)
AOI/OAI and AO/OA | 576 | 576 | 7.836
buffers and inverters | 253 | 453 | 3.129
DFF | 1088 | 1088 | 63.97
muxes | 1024 | 1024 | 20.47
and+or+nand+nor | 509 | 509 | 4.593
final timing paths:
check	slack, ns	to	depth (start not counted)
setup / recovery	2.95	readData1[24]	8
hold / removal	0.62	readData2[25]	4
setup reg to reg	5.08	readData2[3]	5
hold reg to reg	0.62	readData2[25]	4
worst register-to-register path, cell delays in order (launching register included):
cell	delay [ns]
sky130_fd_sc_hd__edfxtp_1	0.45
sky130_fd_sc_hd__mux2i_1	0.18
sky130_fd_sc_hd__a22o_1	0.16
sky130_fd_sc_hd__nor3_1	0.06
sky130_fd_sc_hd__a31oi_1	0.38
sky130_fd_sc_hd__nand3_1	0.21
placed cells by master, fill, tap and decap left out, types with 108 or more instances in the layout:
master                            netlist  layout
sky130_fd_sc_hd__clkbuf_16              0     121
sky130_fd_sc_hd__nand3_1              194     194
sky130_fd_sc_hd__edfxtp_1            1024    1024
sky130_fd_sc_hd__a22oi_1              192     192
sky130_fd_sc_hd__nand2_1              195     193
sky130_fd_sc_hd__a21oi_1              192     192
sky130_fd_sc_hd__buf_4                 47     108
sky130_fd_sc_hd__mux2i_1             1024    1024
sky130_fd_sc_hd__a22o_1               128     128
sky130_fd_sc_hd__clkdlybuf4s50_1        0     110
per-layer routing:
layer / GRT usage, % / share of wire (%) / wire length, um
met1: 23.18 / 36 / 56120
met3: 11.32 / 14 / 21670
met4: 4.368 / 2.6 / 4108
met5: 0.9610 / 0.16 / 256
met2: 30.08 / 47 / 74170
where the power goes:
part | total, uW | switching [uW] | leakage (uW) | internal [uW]
registers | 7650 | 83.4 | 0.00976 | 7560
clock network | 6410 | 2630 | 0.00186 | 3780
logic | 1280 | 790 | 0.00922 | 492
total | 15300 | 3500 | 0.0208 | 11800
flip-flops by register name, indices dropped and copies added (netlist names):
register / flops
readData2: 32
registers: 1024
readData1: 32
through the flow:
stage / power, uW / util, % / std cells / setup WS, ns / cell area, um^2
2_1_floorplan: 8472 / - / 3450 / 2.926 / 50070
3_3_place_gp: 9074 / 32.50 / 5619 / 2.327 / 53750
3_5_place_dp: 9074 / 32.50 / 5619 / 2.334 / 53750
4_1_cts: 15440 / 34.81 / 5839 / 3.061 / 57570
5_1_grt: 15780 / 34.81 / 5839 / 2.901 / 57570
6_report: 15340 / 34.81 / 5839 / 2.952 / 57570
cell type report:
cell class	instances	area (um^2)
clock buffers	170	3302
fillers	15430	107800
clock inverters	50	516.7
multi-input cells	2109	16780
repair buffers	233	2202
flip-flops and latches	1088	32030
well taps	2189	2739
Power is estimated from default activity; no workload was simulated.
